`run.sh`:
```
#!/bin/bash
# OpenROAD 26Q1-2900-gdf79404cd8, Yosys 0.63+post, stock flow scripts
make -C /OpenROAD-flow-scripts/flow DESIGN_CONFIG=/design/flow/config.mk WORK_HOME=/design/flow/orfs finish
```
`config.mk`:
```
export PLATFORM = sky130hd
export DESIGN_NAME = comparator15
export DESIGN_NICKNAME = comparator15
export VERILOG_FILES = /design/flow/design.v
export SDC_FILE = /design/flow/constraint.sdc
export NUM_CORES = 4
export LEC_CHECK = 1
export CORE_AREA = 10 10 70 70
export DIE_AREA = 0 0 80 80
```
`constraint.sdc`:
```
current_design comparator15

set clk_period 1.0
set clk_io_pct 0.2

create_clock -name clk0 -period $clk_period [get_ports {clk}]

set non_clock_inputs [all_inputs -no_clocks]
set_input_delay [expr $clk_period * $clk_io_pct] -clock clk0 $non_clock_inputs
set_output_delay [expr $clk_period * $clk_io_pct] -clock clk0 [all_outputs]
```
`design.v`:
```
module cache(cache_read,cache_miss,wr_data,data,op,e,c,out,clk); 
	input [7:0]data;
	input cache_read;  
	input clk;
	input [31:0]wr_data;
	output reg[31:0]op; 
	output reg cache_miss;
	output [31:0]e;
	output [4:0]out;
	reg [31:0]cache_data[31:0];
	reg [7:0]cache_tag[31:0];
	reg mem_rd1;
wire [31:0]op1,op2;
wire mem_rd,cout;
output c;
	initial
	begin
	cache_tag[0]=8'd0;
	cache_tag[1]=8'd1;
	cache_tag[2]=8'd2;
	cache_tag[3]=8'd3;
	cache_tag[4]=8'd4;
	cache_tag[5]=8'd5;
	cache_tag[6]=8'd8;
	cache_tag[7]=8'd6;
	cache_tag[8]=8'd7;
	cache_tag[9]=8'd9;
	cache_tag[10]=8'd10;
	cache_tag[11]=8'd11;
	cache_tag[12]=8'd12;
	cache_tag[13]=8'd13;
	cache_tag[14]=8'd14;
	cache_tag[15]=8'd15;
	cache_data[0]=32'b00000000000000000000000000011111;
	cache_data[1]=32'b00000000000000000000000000000001;
	cache_data[2]=32'b00000000000000000000000000000010;
	cache_data[3]=32'b00000000000000000000000000000011;
	cache_data[4]=32'b00000000000000000000000000000100;
	cache_data[5]=32'b00000000000000000000000000000101;
	cache_data[6]=32'b00000000000000000000000000000110;
	cache_data[7]=32'b00000000000000000000000000000111;
	cache_data[8]=32'b00000000000000000000000000001000;
	cache_data[9]=32'b00000000000000000000000000001001;
	cache_data[10]=32'b00000000000000000000000000001010;
	cache_data[11]=32'b00000000000000000000000000001011;
	cache_data[12]=32'b00000000000000000000000000001100;
	cache_data[13]=32'b00000000000000000000000000001101;
	cache_data[14]=32'b00000000000000000000000000001110;
	cache_data[15]=32'b00000000000000000000000000001111;
	end
	assign mem_rd=cache_read;
	imem mmm(mem_rd,data,wr_data,op1,mem_rd,data,wr_data,op2,cout,clk);
	assign c=cout;
	comparator0 c1(data,cache_tag[0],e[0],clk);
	comparator1 c2(data,cache_tag[1],e[1],clk);
	comparator2 c3(data,cache_tag[2],e[2],clk);
	comparator3 c4(data,cache_tag[3],e[3],clk);
	comparator4 c5(data,cache_tag[4],e[4],clk);
	comparator5 c6(data,cache_tag[5],e[5],clk);
	comparator6 c7(data,cache_tag[6],e[6],clk);
	comparator7 c8(data,cache_tag[7],e[7],clk);
	comparator8 c9(data,cache_tag[8],e[8],clk);
	comparator9 c10(data,cache_tag[9],e[9],clk);
	comparator10 c11(data,cache_tag[10],e[10],clk);
	comparator11 c12(data,cache_tag[11],e[11],clk);
	comparator12 c13(data,cache_tag[12],e[12],clk);
	comparator13 c14(data,cache_tag[13],e[13],clk);
	comparator14 c15(data,cache_tag[14],e[14],clk);
assign e[31:15]=0;
pri_enc32 pp(e,out);
	always @(posedge(clk))
	begin
	  if(cache_read)
	  begin
		if(e!=0 ) 
		begin
		  op<=cache_data[out];
		  cache_miss<=1'b0;
		end
		else if(e==0 && data[7]==1'b0) 
		begin
		 op<=op1;
		 cache_miss<=1'b1;
		end
		else if(e==0 && data[7]==1'b1) 
		begin
		 op<=op2;
		 cache_miss<=1'b1;
		end
		else
		begin
		op<=32'hz;
		end
          end
          else if(!cache_read)
             begin
                if(e!=0)
                begin
                 cache_data[out]<=wr_data;
                 op<=32'hz;
                end
             end
	end
endmodule
module imem(mem_rd,data,wr_data,op1,mem_rd1,data1,wr_data1,op2,cout,clk); 
	input mem_rd,mem_rd1; 
	input  [7:0]data,data1;  
	input [31:0]wr_data,wr_data1;  
	input clk;
	output reg cout;
	output [31:0]op1,op2; 
	reg [31:0]op1,op2;
	reg [31:0]address[255:0];
	reg [31:0]address1[255:0];
	initial
	begin
	address[0]=32'b00000000000000000000000000000000;
	address[1]=32'b00000000000000000000000000000001;
	address[2]=32'b00000000000000000000000000000010;
	address[3]=32'b00000000000000000000000000000011;
	address[4]=32'b00000000000000000000000000000100;
	address[5]=32'b00000000000000000000000000000101;
	address[6]=32'b00000000000000000000000000000110;
	address[7]=32'b00000000000000000000000000000111;
	address[8]=32'b00000000000000000000000000001000;
	address[9]=32'b00000000000000000000000000001001;
	address[10]=32'b00000000000000000000000000001010;
	address[11]=32'b00000000000000000000000000001011;
	address[12]=32'b00000000000000000000000000001100;
	address[13]=32'b00000000000000000000000000001101;
	address[14]=32'b00000000000000000000000000001110;
	address[16]=32'b00000000000000000000011101011111;
	address1[0]=32'b00000000000000000000000000000000;
	address1[1]=32'b00000000000000000000000000000001;
	address1[2]=32'b00000000000000000000000000000010;
	address1[3]=32'b00000000000000000000000000000011;
	address1[4]=32'b00000000000000000000000000000100;
	address1[5]=32'b00000000000000000000000000000101;
	address1[6]=32'b00000000000000000000000000000110;
	address1[7]=32'b00000000000000000000000000000111;
	address1[8]=32'b00000000000000000000000000001000;
	address1[9]=32'b00000000000000000000000000001001;
	address1[10]=32'b00000000000000000000000000001010;
	address1[11]=32'b00000000000000000000000000001011;
	address1[12]=32'b00000000000000000000000000001100;
	address1[13]=32'b00000000000000000000000000001101;
	address1[14]=32'b00000000000000000000000000001110;
	address1[16]=32'b00000000000000000000000000001111;
	address1[128]=32'b11111111111111111111111111111111;
	end
	always @(posedge(clk))
	begin
	  if(data[7]==1'b0)   
	  begin
		if(!mem_rd) 
		begin
		  address[data]=wr_data;
		  op1<=32'hz;
		end
		else if(mem_rd) 
		begin
		 op1<=address[data];
		 cout<=1'b0;
		end
		else 
		begin
		  op1<=32'hz;
		end
	  end
	  if(data1[7]==1'b1) 
	  begin
		if(!mem_rd1) 
		begin
		  address1[data1]=wr_data1;
		  op2<=32'hz;
		end
		else if(mem_rd1) 
		begin
		 op2<=address1[data1];
		 cout<=1'b1;
		end
		else 
		begin
		  op2<=32'hz;
		end
	  end
	end
endmodule
module pri_enc(d,z,y,x,a);
input [7:0]d;
output x,y,z,a;
wire [5:0]k;
assign k[0]=(~d[7]&d[6]); 
assign k[1]=(~d[7]&~d[6]&d[5]); 
assign k[2]=(~d[7]&~d[6]&~d[5]&d[4]); 
assign k[3]=(~d[7]&~d[6]&~d[5]&~d[4]&d[3]); 
assign k[4]=(~d[7]&~d[6]&~d[5]&~d[4]&~d[3]&d[2]); 
assign k[5]=(~d[7]&~d[6]&~d[5]&~d[4]&~d[3]&~d[2]&d[1]); 
assign z=d[7]|k[0]|k[1]|k[2];
assign y=d[7]|k[0]|k[4]|k[3];
assign x=d[7]|k[1]|k[3]|k[5];
assign a=(~d[7]&~d[6]&~d[5]&~d[4]&~d[3]&~d[2]&~d[1]&~d[0]);
endmodule
module pri_enc32(d,out);
input [31:0]d;
wire Z,Y,X,W,V,A;
output [4:0]out;
wire [3:0]z,y,x,p,a;
pri_enc p0(d[7:0],z[0],y[0],x[0],a[0]);
pri_enc p1(d[15:8],z[1],y[1],x[1],a[1]);
pri_enc p2(d[23:16],z[2],y[2],x[2],a[2]);
pri_enc p3(d[31:24],z[3],y[3],x[3],a[3]);
assign A=a[3]&a[2]&a[1]&a[0];
assign out[4]=~a[3]|~a[2];
assign out[3]=~a[3]|(a[2]&(~a[1]));
assign p[0]=~(out[4]|out[3]);
assign p[1]=out[3]&(~out[4]);
assign p[2]=(~out[3])&out[4];
assign p[3]=out[3]&out[4];
assign out[2]=(z[0]&p[0] | z[1]&p[1] | z[2]&p[2] | z[3]&p[3]) ;
assign out[1]=(y[0]&p[0] | y[1]&p[1] | y[2]&p[2] | y[3]&p[3] );
assign out[0]=(x[0]&p[0] | x[1]&p[1] | x[2]&p[2] | x[3]&p[3]) ;
endmodule
module comparator0(a,b,eql,clk);
input clk;
input [7:0]a,b;
output reg eql;
reg [7:0]exnor,bnot;
always @(posedge(clk))
begin
	 bnot<=~b;
	 exnor<=(a&b)|(~a)&(~b);
	eql=&exnor;
end
endmodule	
module comparator1(a,b,eql,clk);
input clk;
input [7:0]a,b;
output reg eql;
reg [7:0]exnor,bnot;
always @(posedge(clk))
begin
	 bnot<=~b;
	 exnor<=(a&b)|(~a)&(~b);
	eql=&exnor;
end
endmodule	
module comparator2(a,b,eql,clk);
input clk;
input [7:0]a,b;
output reg eql;
reg [7:0]exnor,bnot;
always @(posedge(clk))
begin
	 bnot<=~b;
	 exnor<=(a&b)|(~a)&(~b);
	eql=&exnor;
end
endmodule
module comparator3(a,b,eql,clk);
input clk;
input [7:0]a,b;
output reg eql;
reg [7:0]exnor,bnot;
always @(posedge(clk))
begin
	 bnot<=~b;
	 exnor<=(a&b)|(~a)&(~b);
	eql=&exnor;
end
endmodule
module comparator4(a,b,eql,clk);
input clk;
input [7:0]a,b;
output reg eql;
reg [7:0]exnor,bnot;
always @(posedge(clk))
begin
	 bnot<=~b;
	 exnor<=(a&b)|(~a)&(~b);
	eql=&exnor;
end
endmodule
module comparator5(a,b,eql,clk);
input clk;
input [7:0]a,b;
output reg eql;
reg [7:0]exnor,bnot;
always @(posedge(clk))
begin
	 bnot<=~b;
	 exnor<=(a&b)|(~a)&(~b);
	eql=&exnor;
end
endmodule
module comparator6(a,b,eql,clk);
input clk;
input [7:0]a,b;
output reg eql;
reg [7:0]exnor,bnot;
always @(posedge(clk))
begin
	 bnot<=~b;
	 exnor<=(a&b)|(~a)&(~b);
	eql=&exnor;
end
endmodule
module comparator7(a,b,eql,clk);
input clk;
input [7:0]a,b;
output reg eql;
reg [7:0]exnor,bnot;
always @(posedge(clk))
begin
	 bnot<=~b;
	 exnor<=(a&b)|(~a)&(~b);
	eql=&exnor;
end
endmodule
module comparator8(a,b,eql,clk);
input clk;
input [7:0]a,b;
output reg eql;
reg [7:0]exnor,bnot;
always @(posedge(clk))
begin
	 bnot<=~b;
	 exnor<=(a&b)|(~a)&(~b);
	eql=&exnor;
end
endmodule
module comparator9(a,b,eql,clk);
input clk;
input [7:0]a,b;
output reg eql;
reg [7:0]exnor,bnot;
always @(posedge(clk))
begin
	 bnot<=~b;
	 exnor<=(a&b)|(~a)&(~b);
	eql=&exnor;
end
endmodule
module comparator10(a,b,eql,clk);
input clk;
input [7:0]a,b;
output reg eql;
reg [7:0]exnor,bnot;
always @(posedge(clk))
begin
	 bnot<=~b;
	 exnor<=(a&b)|(~a)&(~b);
	eql=&exnor;
end
endmodule
module comparator11(a,b,eql,clk);
input clk;
input [7:0]a,b;
output reg eql;
reg [7:0]exnor,bnot;
always @(posedge(clk))
begin
	 bnot<=~b;
	 exnor<=(a&b)|(~a)&(~b);
	eql=&exnor;
end
endmodule
module comparator12(a,b,eql,clk);
input clk;
input [7:0]a,b;
output reg eql;
reg [7:0]exnor,bnot;
always @(posedge(clk))
begin
	 bnot<=~b;
	 exnor<=(a&b)|(~a)&(~b);
	eql=&exnor;
end
endmodule
module comparator13(a,b,eql,clk);
input clk;
input [7:0]a,b;
output reg eql;
reg [7:0]exnor,bnot;
always @(posedge(clk))
begin
	 bnot<=~b;
	 exnor<=(a&b)|(~a)&(~b);
	eql=&exnor;
end
endmodule
module comparator14(a,b,eql,clk);
input clk;
input [7:0]a,b;
output reg eql;
reg [7:0]exnor,bnot;
always @(posedge(clk))
begin
	 bnot<=~b;
	 exnor<=(a&b)|(~a)&(~b);
	eql=&exnor;
end
endmodule
module comparator15(a,b,eql,clk);
input clk;
input [7:0]a,b;
output reg eql;
reg [7:0]exnor,bnot;
always @(posedge(clk))
begin
	 bnot<=~b;
	 exnor<=(a&b)|(~a)&(~b);
	eql=&exnor;
end
endmodule
module comparator16(a,b,eql,clk);
input clk;
input [7:0]a,b;
output reg eql;
reg [7:0]exnor,bnot;
always @(posedge(clk))
begin
	 bnot<=~b;
	 exnor<=(a&b)|(~a)&(~b);
	eql=&exnor;
end
endmodule
module comparator17(a,b,eql,clk);
input clk;
input [7:0]a,b;
output reg eql;
reg [7:0]exnor,bnot;
always @(posedge(clk))
begin
	 bnot<=~b;
	 exnor<=(a&b)|(~a)&(~b);
	eql=&exnor;
end
endmodule
module comparator18(a,b,eql,clk);
input clk;
input [7:0]a,b;
output reg eql;
reg [7:0]exnor,bnot;
always @(posedge(clk))
begin
	 bnot<=~b;
	 exnor<=(a&b)|(~a)&(~b);
	eql=&exnor;
end
endmodule	
module comparator19(a,b,eql,clk);
input clk;
input [7:0]a,b;
output reg eql;
reg [7:0]exnor,bnot;
always @(posedge(clk))
begin
	 bnot<=~b;
	 exnor<=(a&b)|(~a)&(~b);
	eql=&exnor;
end
endmodule	
module comparator20(a,b,eql,clk);
input clk;
input [7:0]a,b;
output reg eql;
reg [7:0]exnor,bnot;
always @(posedge(clk))
begin
	 bnot<=~b;
	 exnor<=(a&b)|(~a)&(~b);
	eql=&exnor;
end
endmodule
module comparator21(a,b,eql,clk);
input clk;
input [7:0]a,b;
output reg eql;
reg [7:0]exnor,bnot;
always @(posedge(clk))
begin
	 bnot<=~b;
	 exnor<=(a&b)|(~a)&(~b);
	eql=&exnor;
end
endmodule
module comparator22(a,b,eql,clk);
input clk;
input [7:0]a,b;
output reg eql;
reg [7:0]exnor,bnot;
always @(posedge(clk))
begin
	 bnot<=~b;
	 exnor<=(a&b)|(~a)&(~b);
	eql=&exnor;
end
endmodule
module comparator23(a,b,eql,clk);
input clk;
input [7:0]a,b;
output reg eql;
reg [7:0]exnor,bnot;
always @(posedge(clk))
begin
	 bnot<=~b;
	 exnor<=(a&b)|(~a)&(~b);
	eql=&exnor;
end
endmodule
module comparator24(a,b,eql,clk);
input clk;
input [7:0]a,b;
output reg eql;
reg [7:0]exnor,bnot;
always @(posedge(clk))
begin
	 bnot<=~b;
	 exnor<=(a&b)|(~a)&(~b);
	eql=&exnor;
end
endmodule
module comparator25(a,b,eql,clk);
input clk;
input [7:0]a,b;
output reg eql;
reg [7:0]exnor,bnot;
always @(posedge(clk))
begin
	 bnot<=~b;
	 exnor<=(a&b)|(~a)&(~b);
	eql=&exnor;
end
endmodule
module comparator26(a,b,eql,clk);
input clk;
input [7:0]a,b;
output reg eql;
reg [7:0]exnor,bnot;
always @(posedge(clk))
begin
	 bnot<=~b;
	 exnor<=(a&b)|(~a)&(~b);
	eql=&exnor;
end
endmodule
module comparator27(a,b,eql,clk);
input clk;
input [7:0]a,b;
output reg eql;
reg [7:0]exnor,bnot;
always @(posedge(clk))
begin
	 bnot<=~b;
	 exnor<=(a&b)|(~a)&(~b);
	eql=&exnor;
end
endmodule
module comparator28(a,b,eql,clk);
input clk;
input [7:0]a,b;
output reg eql;
reg [7:0]exnor,bnot;
always @(posedge(clk))
begin
	 bnot<=~b;
	 exnor<=(a&b)|(~a)&(~b);
	eql=&exnor;
end
endmodule
module comparator29(a,b,eql,clk);
input clk;
input [7:0]a,b;
output reg eql;
reg [7:0]exnor,bnot;
always @(posedge(clk))
begin
	 bnot<=~b;
	 exnor<=(a&b)|(~a)&(~b);
	eql=&exnor;
end
endmodule
module comparator30(a,b,eql,clk);
input clk;
input [7:0]a,b;
output reg eql;
reg [7:0]exnor,bnot;
always @(posedge(clk))
begin
	 bnot<=~b;
	 exnor<=(a&b)|(~a)&(~b);
	eql=&exnor;
end
endmodule
module comparator31(a,b,eql,clk);
input clk;
input [7:0]a,b;
output reg eql;
reg [7:0]exnor,bnot;
always @(posedge(clk))
begin
	 bnot<=~b;
	 exnor<=(a&b)|(~a)&(~b);
	eql=&exnor;
end
endmodule
```
==> impl.org <==
#+TITLE: Synthesis and PnR summary

** Synthesis
- Fraction of the yosys area taken by sequential cells :: 0.676
- During synthesis, Yosys emitted a total of 7 warnings.
- Post-synthesis cell area :: about 270 sq um
- After technology mapping, the gate count stands at 20.
- The chip area line in the Yosys stat output reads ~270 sq um.
- Cell types occupying the most area after synthesis :: sky130_fd_sc_hd__dfxtp_1, sky130_fd_sc_hd__xnor2_1, sky130_fd_sc_hd__nand4_1
- The average instance in the mapped netlist occupies 13.3 sq um.
- Synth area leader :: sky130_fd_sc_hd__dfxtp_1
- The post-synth register bit count is 9.
- Yosys cell count :: 20
- Counting distinct cell types in the post-synthesis netlist gives 4.
- Top-area cell type share of the netlist area :: 0.676

** Global routing
- After global routing the overflow that remains totals 0.
- Total global-route track usage over all layers is 0.0193.
- The first global-routing pass estimated ~1000 um of wire.
- Entering global routing, the biggest net connects 6 pins.
- The number of antenna violations at the first check in global routing came to 0.
- Number of global-route vias before repair :: around 240

** Clock network
- Buffer depth of the longest clock path :: 2
- Counting the buffers created by CTS gives 3.
- The tree is rooted in a sky130_fd_sc_hd__clkbuf_4.
- TritonCTS built the clock tree.
- As reported, the later end of the worst-skew pair has a clock insertion delay of roughly 0.25 ns.
- In this run the number of H-tree levels came out at 1.
- For this design, the sink count on the clock tree is 9.
- In the CTS report, the clock slew at the register clock pins of the worst setup and hold paths is listed as roughly 0.060 ns.

** Die
- Std cell rows :: 21
- Measured along the x axis, the die boundary spans roughly 80 um.
- In the floorplan report the effective utilization is 0.0780.
- In this run the vertical extent of the chip is approximately 80 um.
- Per the OpenROAD floorplan log, the area of the core is approximately 3400 sq um.
- Area of the die :: between 6000 and 7000 sq um
- Pin placement for this block handled 18 I/O pins.

** Critical path
- Biggest cell delay along the critical path :: around 0.30 ns
- Crit path max fanout :: 1
- The worst setup path is captured at a primary output.
- In this run the critical path is formed by clkdlybuf4s15_1.
- For reference, the most critical setup path is categorized as flop to primary output.
- Along the critical path, the tally of buffer and inverter instances is 1.
- Worst Path Required :: approximately 0.80 ns
- At the worst endpoint, the arrival time is just over 0.7 ns.
- The worst setup path is launched from a flop.
- Slowest-stage cell, CP :: sky130_fd_sc_hd__dfxtp_1
- On the critical path the largest part of the delay comes from flip-flops.

** Power
- Summed over all cells, the static leakage comes to 0.176 nW.
- Total power normalized to cell area comes to 1460 nW/um^2.
- Maximum vdd ir drop :: roughly 0.23 mV

** Final timing
- Post-route minimum period :: about 0.91 ns
- Counting endpoints that fail hold in the final report gives 0.
- Fraction of the cycle the final worst path needs :: 0.915
- The end-of-flow timing check tallies setup violations at 0.
- In the final timing run, aggregate negative setup slack is 0 ns.
- Worst clock skew :: approximately 0.0025 ns
- Worst-case headroom to the max-slew limit :: 0.918
- Setup repair after global routing missed its margin :: false
- Timing would allow up to between 1 and 1.5 GHz.
- Total count of max-transition violations in the final report :: 0
- The pin closest to its max-slew limit shows a slew of 0.122 ns.

** Worst hold path
- According to the hold report, the worst path is of the flop to flop type.

** Drt
- Once iteration 0 of detailed routing completed, the report listed 21 DRC markers.
- Per the detail_route report, DRC violations left total 0.
- Antenna-violating nets left :: 0
- Final routed wire length divided by cell count :: about 7 um
- Drt via density :: around 2.2
- DRT Pass-1 Iters :: 2
- Vias :: 192
- Antenna diode instance count :: 0
- Final routed wirelength across all metal layers :: between 600 and 700 um

** Placement
- Final weighted congestion in routability-driven placement :: 0.621
- Quantity of I/O buffers inserted on ports :: 17
- Once placement completed, the tool counted placed cells totaling 83.

** Cells and area
- Footprint of the flip-flops and latches :: roughly 180 sq um
- Area growth from synthesis to layout :: 95.3%
- Comb. cell area :: roughly 86 sq um
- Per the final layout report, the fraction of cells sized above drive strength 1 comes to 0.0732.
- Number of cells in the finished layout apart from fillers :: slightly below 90
- The layout has a little under 400 filler cells.

** Run
- Warnings raised by the tools during the run amount to 25.
- Across the run, the number of max-cap violations was 0.

** Run status
- The flow ran to the end, and the final reports show no timing, DRC or antenna violations.
power by group:
| part | switching [W] | total (W) | leakage [nW] | internal [W] |
|---|---|---|---|---|
| combinational | 0.0000214 | 0.0000984 | 0.0854 | 0.0000770 |
| clock | 0.000110 | 0.000263 | 0.0150 | 0.000153 |
| sequential | 0.00000805 | 0.000402 | 0.0756 | 0.000393 |
repair_timing:
| action | in CTS | in global routing |
|---|---|---|
| gates resized | 1 | 1 |
| setup endpoints to repair | 1 | 1 |
| hold buffers | 0 | 0 |
| buffers inserted | 0 | 0 |
worst paths after layout:
check                start  end  slack, ns  cells past startpoint
hold reg to reg   exnor[1]  eql       0.44                      2
hold / removal    exnor[1]  eql       0.44                      2
setup reg to reg  exnor[7]  eql       0.44                      2
setup / recovery       eql  eql       0.09                      1
synthesized netlist by cell type:
cell and n:
sky130_fd_sc_hd__nor2_1 1, sky130_fd_sc_hd__xnor2_1 8, sky130_fd_sc_hd__dfxtp_1 9, sky130_fd_sc_hd__nand4_1 2
layer usage:
layer	global-route usage	routed length, um	vias up
met2	0.0369	419	3
met4	0.0141	34	0
met1	0.0162	138	81
li1	-	-	106
met5	0	0	-
met3	0.00568	19	2
per-stage QoR:
step                      setup WS (ns)  total power, W  utilization  area [sq um]  hold slack [ns]
after floorplan                   0.486        0.000436            -           267            0.288
after global placement           0.0582        0.000508        0.145           494            0.446
after detailed placement         0.0522        0.000511        0.145           494            0.443
after CTS                       0.00786        0.000788        0.152           519            0.452
after global routing             0.0247        0.000816        0.152           520            0.471
final                            0.0854        0.000762        0.152           520            0.435
placed cells by master (no fill, tap or decap), drive strengths merged:
master | synthesis | routed
nand4 | 2 | 2
clkbuf | 0 | 4
clkdlybuf4s15 | 0 | 1
dfxtp | 9 | 9
xnor2 | 8 | 8
nor2 | 1 | 1
clkdlybuf4s50 | 0 | 16
layout make-up:
| class | instances | area share |
|---|---|---|
| sequential | 9 | 0.346 |
| timing repair buffer | 17 | 0.327 |
| multi-input combinational | 11 | 0.166 |
| tap | 46 | 0.111 |
| clock buffer | 4 | 0.0505 |
flip-flops by register name (all words and copies together), names as in the netlist:
name and flops:
eql 1, exnor 8
logic make-up (layout without fill, tap and decap cells):
kind of cell	after synthesis	after routing	synth area share
xor+xnor	8	8	0.263
buf+inv	0	21	0
flops	9	9	0.676
simple gates	3	3	0.0610
Power is estimated from default activity; no workload was simulated.
